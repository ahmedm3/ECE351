==> /design/flow/design.v <==
module FA(A, B, CIN, S, COUT);
    input A, B, CIN;
    output S, COUT;
    wire S1, S2, S3;
    xor x1(S1, A, B);
    xor sum(S, S1, CIN);
    and a1(S2, S1, CIN);
    and a2(S3, A, B);
    or cout(COUT, S2, S3);
endmodule
module fourBit_ripple_adder(Ain, Bin, Cin, Sum, Cout);
    input [3:0] Ain, Bin;
    input Cin;
    output [3:0] Sum;
    output Cout;
    wire C1, C2, C3;
    FA ra1(
	.A(Ain[0]),
	.B(Bin[0]),
	.CIN(Cin),
	.S(Sum[0]),
	.COUT(C1)
    );
    FA ra2(
	.A(Ain[1]),
	.B(Bin[1]),
	.CIN(C1),
	.S(Sum[1]),
	.COUT(C2)
    );
    FA ra3(
	.A(Ain[2]),
	.B(Bin[2]),
	.CIN(C2),
	.S(Sum[2]),
	.COUT(C3)
    );
   FA ra4(
	.A(Ain[3]),
	.B(Bin[3]),
	.CIN(C3),
	.S(Sum[3]),
	.COUT(Cout)
    );
endmodule
module eightBit_ripple_adder(A, B, CIN, S, COUT);
    input [7:0] A, B;
    input CIN;
    output [7:0] S;
    output COUT;
    wire C1;
    fourBit_ripple_adder r1(
	.Ain(A[3:0]),
	.Bin(B[3:0]),
	.Cin(CIN),
	.Sum(S[3:0]),
	.Cout(C1)
    );
    fourBit_ripple_adder r2(
	.Ain(A[7:4]),
	.Bin(B[7:4]),
	.Cin(C1),
	.Sum(S[7:4]),
	.Cout(COUT)
    );
endmodule
==> /design/flow/run.sh <==
#!/bin/bash
# OpenROAD 26Q1-2900-gdf79404cd8, Yosys 0.63+post, stock flow scripts
make -C /OpenROAD-flow-scripts/flow DESIGN_CONFIG=/design/flow/config.mk WORK_HOME=/design/flow/orfs finish
==> /design/flow/config.mk <==
export PLATFORM = sky130hd
export DESIGN_NAME = eightBit_ripple_adder
export DESIGN_NICKNAME = eightBit_ripple_adder
export VERILOG_FILES = /design/flow/design.v
export SDC_FILE = /design/flow/constraint.sdc
export NUM_CORES = 4
export LEC_CHECK = 1
export CORE_AREA = 10 10 70 70
export DIE_AREA = 0 0 80 80
==> /design/flow/constraint.sdc <==
current_design eightBit_ripple_adder

set clk_period 7.7
set clk_io_pct 0.2

create_clock -name clk0 -period $clk_period

set non_clock_inputs [all_inputs -no_clocks]
set_input_delay [expr $clk_period * $clk_io_pct] -clock clk0 $non_clock_inputs
set_output_delay [expr $clk_period * $clk_io_pct] -clock clk0 [all_outputs]
==> out/metrics.cfg <==
[final_timing]
rsz0062_at_grt=no
fmax_ghz=0.137
finalMaxSlewViolations=0
tightest_slew_ps=99.1
fin_crit_sh_pct=94.5
timing.hold.ws_ps=4140
slew_headroom_pct=93.4
setup_viol=0
hold_viol_final=0
setup_ws_ps=423
fin_crit_ps=7280
setup-tns-final_ps=0

[cts]
cts_hold_buf=0
cts_setup_buffers=0
cts_resized=0

[hold_path]
min-delay-path-class=in -> out
whs_path_depth=5
min_from=B[7]

[power]
pwr_density_cell_nw_per_um2=69.3
max-vdd-ir-drop_v=0.0000247
power.leakage_uw=0.000187

[floorplan]
coreArea_um2=3420
die-area_um2=6400
fp-row-count=21
pin_count=26
die_w_um=80
fp-utilization_pct=7.00
die_y_um=80

[worst_setup_path]
worstPathArrival_ps=5740
cp_cell_sequence=clkdlybuf4s50_1 > fa_1 > fa_1 > fa_1 > fa_1 > fa_1 > fa_1 > fa_1 > inv_1 > fa_1 > inv_1 > clkdlybuf4s50_1
crit_path_top_delay_cell=clkdlybuf4s50_1
setup.worst_path.class=in -> out
cp-start-kind=primary input
cp.required_ps=6160
cp-end-kind=output port
crit_start=A[0]
cp_common_cell=fa_1
crit_fanout=1
critPathMaxStageDelay_ps=460

[route]
avgRoutedWirePerCell_um=8.49
drc_errors=0
postRouteAntennaNets=0
via_per_inst=2.35
antennaDiodeCount=0
drt-total-wl_um=722
drt_first_pass_iters=1
vias=200
detail_route.iter0.violations=0

[place]
io_buffers=26
place_ws_ps=415
dp_cells=85
dp_hpwl_um=712
gp_congestion=0.837

[flow_run]
drv_cap=0
openroad.warnings=32

[yosys]
ys_warn_count=0
synth_area_um2=239
synth.distinct_cells=3
synth_cells=21
synth_seq_share_pct=0
synth_area_per_cell_um2=11.4
ys_cells=21
ys_chip_area_um2=239

[cells_and_area]
fillers=393
ff_count=0
fin_cells=85
clkbuf_count=0
ff_latch_area_um2=0
fin_util_pct=14.5
area_delta_synth_final_pct=108
drive_gt1_share_pct=0

[global_routing]
overflow=0
use_met2_pct=1.61
grt_max_degree=2
met3_usage_pct=2.95
globalRoute.busiestLayer=met3
grt_use_met1_pct=2.70
groute.usage.overall_pct=2.00
grt_pass1_vias=221
grt_pass1_wl_um=1030
antenna_found_initial=0

[status]
status=complete, no violations

## placed cells by master, fill, tap and decap left out
cell / count
fa_1: 8
inv_1: 5
clkdlybuf4s50_1: 26
## cell type report
class | instances | area [um2] | area share [%]
repair buffers | 26 | 260 | 52.4
multi-input cells | 8 | 160 | 32.2
well taps | 46 | 57.6 | 11.6
inverters | 5 | 18.8 | 3.78
## critical path: cells and delay by family
kind	cells	cell delay, ps
buffers and inverters	4	1030
adders and majority gates	8	3150
## worst paths after layout
path              slack (ps)   end
hold / removal          4140  COUT
setup / recovery         420  S[7]
## logic make-up (layout without fill, tap and decap cells)
kind of cell / after synthesis / after routing / share of synthesized area [%]
buf+inv: 13 / 31 / 33.0
fa+ha+maj: 8 / 8 / 67.0
## synthesized netlist by cell type
master	count	area, um2
buf_4	8	60.1
fa_1	8	160
inv_1	5	18.8
## routing by layer
layer  wire length [um]  up-vias  part of all wire (%)
li1                   -       86                     -
met1                308       88                    43
met2                133       26                    18
met3                280        0                    39
met4                  0        0                     0
met5                  0        -                     0
## where the power goes
| part | internal [uW] | switching [uW] |
|---|---|---|
| registers | 0 | 0 |
| logic | 25.7 | 8.76 |
| clock network | 0 | 0 |
## through the flow
step,cell area (um2),total power [uW]
4_1_cts,497,35.6
3_3_place_gp,497,35.3
6_report,497,34.4
3_5_place_dp,497,35.3
5_1_grt,497,39.2
2_1_floorplan,239,16.5
Power figures rest on the tool's default switching activity, not on a simulated workload.
