### ./config.mk
export PLATFORM = sky130hd
export DESIGN_NAME = adder_sub
export DESIGN_NICKNAME = adder_sub
export VERILOG_FILES = /design/flow/design.v
export SDC_FILE = /design/flow/constraint.sdc
export NUM_CORES = 4
export LEC_CHECK = 1
export CORE_AREA = 10 10 70 70
export DIE_AREA = 0 0 80 80
### ./constraint.sdc
current_design adder_sub

set clk_period 1.0
set clk_io_pct 0.2

create_clock -name clk0 -period $clk_period

set non_clock_inputs [all_inputs -no_clocks]
set_input_delay [expr $clk_period * $clk_io_pct] -clock clk0 $non_clock_inputs
set_output_delay [expr $clk_period * $clk_io_pct] -clock clk0 [all_outputs]
### ./design.v
module adder_sub(A, B, sub_en, add_en, carry_in, out_en, data_out, carry_out);
    input [7:0] A, B;
    input sub_en, add_en, carry_in;
    output reg [7:0] data_out;
    output reg carry_out;
    output out_en;
    assign out_en = add_en | sub_en ? 1'b1 : 1'b0;
    always @(A, B, sub_en, add_en, carry_in) begin
        if (add_en)
            {carry_out, data_out} = A + B + carry_in;
        else if (sub_en)
            {carry_out, data_out} = A + (~B + 1);
    end  
endmodule
### ./run.sh
#!/bin/bash
# OpenROAD 26Q1-2900-gdf79404cd8, Yosys 0.63+post, stock flow scripts
make -C /OpenROAD-flow-scripts/flow DESIGN_CONFIG=/design/flow/config.mk WORK_HOME=/design/flow/orfs finish
==> out/results.tsv <==
stage	metric	value	unit
power_and_ir_drop	p_leak	0.5657	nW
synth	ys_warn_count	1	
timing	unconstrained_endpoints	18	
detailed_routing	drt_drc_violations_left	0	
placed_design	hpwlAfterDp	1.808	mm
synth	topCellsByArea	sky130_fd_sc_hd__ha_1, sky130_fd_sc_hd__dlxtn_1, sky130_fd_sc_hd__inv_1	
worst_hold_path	min_from	sub_en	
critical_path	critPathMaxFanout	2	
synth	synth-edff-count	0	
placed_design	dpl-instance-area	1214	sq um
global_route	via_count_of_the_first_global_routing_pass	794	
critical_path	critical_path_arrival	0.76	ns
global_route	gr-total-overflow	0	
global_route	antenna_found_initial	0	
worst_hold_path	hold_depth	3	
timing	fin_worst_setup_slack	0.03742	ns
clock_network	cts_repair_resize_count	7	
global_route	global_route_wire_length_before_repair	3.374	mm
placed_design	post-place-cells	186	
critical_path	required_time_at_the_worst_slack_endpoint	0.80	ns
detailed_routing	initialDrtViolationCount	37	
power_and_ir_drop	power_density_normalized_to_cell_area	463.6	nW/um^2
job	warning_count	39	
critical_path	critPathLaunchType	input port	
layout	finalNonFillerCells	186	
critical_path	timing_worst_setup_path_type	input port to output pin	
timing	setup_viol_count_final	0	
detailed_routing	via_count	817	
timing	final-max-slew-violation-count	0	
synth	yosys.stat.chipArea	863.3	sq um
critical_path	end_kind	output pin	
timing	final.hold.worst_slack	0.7841	ns
worst_hold_path	worstHoldPathType	input port to output pin	
layout	finish.instance_area	1210	sq um
synth	synth_area_leader_cell	sky130_fd_sc_hd__ha_1	
job	maxCapViolCount	0	
timing	worst_pin_slew	0.4127	ns
timing	finalWorstPathRequiredPeriod	0.9626	ns
synth	async_flop_share	0	
global_route	grt_start_max_net_pins	13	
detailed_routing	detail_route.first_pass.iterations	4	
layout	finalCoreUtilization	0.3542	
critical_path	crit_start	sub_en	
layout	num-fill-cells	359	
detailed_routing	route.antenna.diode_count	0	
placed_design	detailedPlace.worstSlack	-0.5578	ns
floorplanning	die_x	80	um
detailed_routing	final_wirelength	2.022	mm
outcome	status	finished clean	
synth	ys_cells	111	
clock_network	postCtsSetupBuffers	0	
floorplanning	core-area	3416	sq um
timing	achievable-frequency	1.039	GHz
power_and_ir_drop	worst_ir_drop_on_vdd	152.4	uV
floorplanning	height_of_the_die	80	um
floorplanning	num_rows	21	
floorplanning	chip_area	6400	sq um
synth	synthesized_cell_area	863.3	sq um
floorplanning	initCoreUtil	0.2527	
timing	hold_viol_final	0	
worst_hold_path	min_to	out_en	
detailed_routing	drt-wirelength-per-cell	10.87	um
clock_network	number_of_buffers_added_to_fix_hold_violations_after_cts	0	
timing	unclocked_pins	9	
power_and_ir_drop	finalPower	560.9	uW
synth	syn-instance-count	111	
layout	post_route_cells_drive_above_1_share	0.05000	
placed_design	place.port_buffers	29	
global_route	grt_usage	0.06047	
synth	largest_type_area_fraction	0.2174	
synth	primary_flip_flop_cell_chosen_by_synthesis_mapping	sky130_fd_sc_hd__dlxtn_1	
detailed_routing	routed_via_count_divided_by_cell_count	4.392	
synth	post_synth.cell_area_avg	7.778	sq um
timing	slew-limit-headroom	0.7178	
synth	synth_cell_types	29	
floorplanning	ioPinCount	29	
synth	synth.ff_latch_count	9	
detailed_routing	final_antenna_net_count	0	
timing	post-route-period-util	0.9626	
placed_design	gp_congestion	0.8411	
timing	fin_tns_setup	0	ns
timing	grt_setup_unrepaired	false	
layout	flow.area_growth_from_synthesis	40.14	%
[how the worst max path moves through the flow]
stage	to	slack, ns
4_1_cts	out_en	0.03
6_report	out_en	0.04
5_1_grt	out_en	0.01
[layer usage]
metal  up-vias  global-route usage  part of all wire
li1        437                   -                 -
met5         -                   0                 0
met1       358             0.08713              0.51
met4         0                   0                 0
met2        22             0.09551              0.40
met3         0             0.01364             0.098
[area by class of cell]
| class | instances | area (sq um) | area share |
|---|---|---|---|
| multi-input cells | 80 | 646.9 | 0.5346 |
| repair buffers | 30 | 291.5 | 0.2410 |
| flip-flops and latches | 9 | 135.1 | 0.1117 |
| inverters | 21 | 78.83 | 0.06515 |
| well taps | 46 | 57.56 | 0.04757 |
[sequential cells by signal (all words and copies together), names as in the netlist]
name	count
carry_out	1
data_out	8
[worst max-delay path: stages]
cell                            delay, ns
sky130_fd_sc_hd__dlygate4sd2_1       0.23
sky130_fd_sc_hd__or2_4               0.22
sky130_fd_sc_hd__buf_2               0.11
[cells in the final DEF (no fill, tap or decap), types with 2 or more instances in the layout]
| cell type | count |
|---|---|
| sky130_fd_sc_hd__clkdlybuf4s50_1 | 26 |
| sky130_fd_sc_hd__inv_1 | 21 |
| sky130_fd_sc_hd__ha_1 | 15 |
| sky130_fd_sc_hd__nor2_1 | 11 |
| sky130_fd_sc_hd__a21oi_1 | 9 |
| sky130_fd_sc_hd__dlxtn_1 | 9 |
| sky130_fd_sc_hd__nand2_1 | 6 |
| sky130_fd_sc_hd__o21ai_0 | 6 |
| sky130_fd_sc_hd__xnor2_1 | 4 |
| sky130_fd_sc_hd__a211oi_1 | 3 |
| sky130_fd_sc_hd__fa_1 | 3 |
| sky130_fd_sc_hd__o31ai_1 | 2 |
| sky130_fd_sc_hd__o211ai_1 | 2 |
| sky130_fd_sc_hd__o221ai_1 | 2 |
| sky130_fd_sc_hd__xor2_1 | 2 |
| sky130_fd_sc_hd__o21a_1 | 2 |
[power breakdown]
part / total (mW) / internal [mW] / leakage [nW] / switching, mW
sequential: 0.0542 / 0.0497 / 0.0730 / 0.00441
combinational: 0.507 / 0.266 / 0.493 / 0.241
clock: 0 / 0 / 0 / 0
[cell families after synthesis]
group	Yosys count	synth area share
XOR/XNOR	6	0.06087
AND-OR/OR-AND	31	0.2478
multiplexers	2	0.02464
latches	9	0.1565
AND/OR/NAND/NOR	23	0.1261
buffers and inverters	22	0.09710
adder cells (fa/ha/maj)	18	0.2870
[cell usage after synthesis (2+ instances only)]
library cell and count:
sky130_fd_sc_hd__nor2_1 11, sky130_fd_sc_hd__inv_1 21, sky130_fd_sc_hd__xnor2_1 4, sky130_fd_sc_hd__xor2_1 2
sky130_fd_sc_hd__o21a_1 2, sky130_fd_sc_hd__dlxtn_1 9, sky130_fd_sc_hd__nand2_1 6, sky130_fd_sc_hd__ha_1 15
sky130_fd_sc_hd__o21ai_0 6, sky130_fd_sc_hd__a211oi_1 3, sky130_fd_sc_hd__o31ai_1 2, sky130_fd_sc_hd__o211ai_1 2
sky130_fd_sc_hd__fa_1 3, sky130_fd_sc_hd__a21oi_1 9, sky130_fd_sc_hd__o221ai_1 2
Power figures rest on the tool's default switching activity, not on a simulated workload.
